$ cat flow/config.mk
export PLATFORM = sky130hd
export DESIGN_NAME = sram_ctrl_test
export DESIGN_NICKNAME = sram_ctrl_test
export VERILOG_FILES = /design/flow/design.v
export SDC_FILE = /design/flow/constraint.sdc
export NUM_CORES = 4
export LEC_CHECK = 1
export CORE_UTILIZATION = 50
$ cat flow/run.sh
#!/bin/bash
# OpenROAD 26Q1-2900-gdf79404cd8, Yosys 0.63+post, stock flow scripts
make -C /OpenROAD-flow-scripts/flow DESIGN_CONFIG=/design/flow/config.mk WORK_HOME=/design/flow/orfs finish
$ cat flow/design.v
module sram_ctrl_test(
    input wire clk, reset,
    input wire [7:0] sw,
    input wire [2:0] btn,
    output wire [7:0] led,
    output wire [18:0] sram_adr,
    output wire sram_we_n,
    output wire sram_oe_n,
    inout wire [7:0] sram_dat,
    output wire sram_ce_n,
    output wire sram_ub,
    output wire sram_lb,
    output wire bus_tr1,
    output wire bus_oe_n1,
    output wire bus_tr2,
    output wire bus_oe_n2
);
   wire [18:0] addr;
   wire [7:0] data_s2f;
   reg [7:0] data_f2s;
   reg mem, rw;
   reg [7:0] data_reg;
   wire [2:0] db_btn;
   sram_ctrl ctrl_unit(
        .clk(clk),
        .reset(reset),
        .mem(mem),
        .rw(rw),
        .addr(addr),
        .data_f2s(data_f2s),
        .ready(),
        .data_s2f_r(data_s2f),
        .ad(sram_adr),
        .we_n(sram_we_n),
        .oe_n(sram_oe_n),
        .dio_a(sram_dat),
        .ce_a_n(sram_ce_n),
        .ub_a_n(sram_ub),
        .lb_a_n(sram_lb),
        .bus_tr1(bus_tr1),
        .bus_oe_n1(bus_oe_n1),
        .bus_tr2(bus_tr2),
        .bus_oe_n2(bus_oe_n2)
    );
    debounce deb_unit0 (
        .clk(clk),
        .reset(reset),
        .sw(btn[0]),
        .db_level(),
        .db_tick(db_btn[0])
    );
    debounce deb_unit1 (
        .clk(clk),
        .reset(reset),
        .sw(btn[1]),
        .db_level(),
        .db_tick(db_btn[1])
    );
    debounce deb_unit2 (
        .clk(clk),
        .reset(reset),
        .sw(btn[2]),
        .db_level(),
        .db_tick(db_btn[2])
    );
   always @(posedge clk)
      if (db_btn[0])
         data_reg <= sw;
   assign addr = {11'b0, sw};
   always @*
   begin
     data_f2s = 0;
     if (db_btn[1])   
        begin
           mem = 1'b1;
           rw = 1'b0;
           data_f2s = data_reg;
        end
     else if (db_btn[2])  
        begin
           mem = 1'b1;
           rw = 1'b1;
        end
     else
        begin
           mem = 1'b0;
           rw = 1'b1;
        end
   end
   assign led = data_s2f[7:0];
endmodule
module debounce
   (
    input wire clk, reset,
    input wire sw,
    output reg db_level, db_tick
   );
   localparam  [1:0]
               zero  = 2'b00,
               wait0 = 2'b01,
               one   = 2'b10,
               wait1 = 2'b11;
   localparam N=2;
   reg [N-1:0] q_reg, q_next;
   reg [1:0] state_reg, state_next;
    always @(posedge clk, posedge reset)
       if (reset)
          begin
             state_reg <= zero;
             q_reg <= 0;
          end
       else
          begin
             state_reg <= state_next;
             q_reg <= q_next;
          end
   always @*
   begin
      state_next = state_reg;    
      q_next = q_reg;            
      db_tick = 1'b0;            
      case (state_reg)
         zero:
            begin
               db_level = 1'b0;
               if (sw)
                  begin
                     state_next = wait1;
                     q_next = {N{1'b1}};  
                  end
            end
         wait1:
            begin
               db_level = 1'b0;
               if (sw)
                  begin
                     q_next = q_reg - 1;
                     if (q_next==0)
                        begin
                           state_next = one;
                           db_tick = 1'b1;
                        end
                  end
               else  
                  state_next = zero;
            end
         one:
            begin
               db_level = 1'b1;
               if (~sw)
                  begin
                     state_next = wait0;
                     q_next = {N{1'b1}};  
                  end
            end
         wait0:
            begin
               db_level = 1'b1;
               if (~sw)
                  begin
                     q_next = q_reg - 1;
                     if (q_next==0)
                        state_next = zero;
                  end
               else  
                  state_next = one;
            end
         default: state_next = zero;
      endcase
   end
endmodule
module sram_ctrl
   (
    input wire clk, reset,
    input wire mem, rw,
    input wire [18:0] addr,
    input wire [7:0] data_f2s,
    output reg ready,
    output wire [7:0] data_s2f_r,
    output wire [7:0] data_s2f_ur,
    output wire [18:0] ad,
    output wire we_n, oe_n,
    inout wire [7:0] dio_a,
    output wire  ce_a_n,
    output wire  ub_a_n,
    output wire  lb_a_n,
    output wire  bus_tr1,
    output wire  bus_oe_n1,
    output wire  bus_tr2,
    output wire  bus_oe_n2
   );
   localparam [2:0]
      idle = 3'b000,
      rd1  = 3'b001,
      rd2  = 3'b010,
      wr1  = 3'b011,
      wr2  = 3'b100;
   reg [2:0] state_reg, state_next;
   reg [7:0] data_f2s_reg, data_f2s_next;
   reg [7:0] data_s2f_reg, data_s2f_next;
   reg [18:0] addr_reg, addr_next;
   reg we_buf, oe_buf, tri_buf, bus_tr_buf;
   reg we_reg, oe_reg, tri_reg, bus_tr_reg;
   always @(posedge clk, posedge reset)
      if (reset)
         begin
            state_reg <= idle;
            addr_reg <= 0;
            data_f2s_reg <= 0;
            data_s2f_reg <= 0;
            tri_reg <= 1'b1;
            we_reg <= 1'b1;
            oe_reg <= 1'b1;
            bus_tr_reg <= 1'b1;
         end
      else
         begin
            state_reg <= state_next;
            addr_reg <= addr_next;
            data_f2s_reg <= data_f2s_next;
            data_s2f_reg <= data_s2f_next;
            tri_reg <= tri_buf;
            we_reg <= we_buf;
            oe_reg <= oe_buf;
            bus_tr_reg <= bus_tr_buf;
         end
   always @*
   begin
      addr_next = addr_reg;
      data_f2s_next = data_f2s_reg;
      data_s2f_next = data_s2f_reg;
      ready = 1'b0;
      case (state_reg)
         idle:
            begin
               if (~mem)
                  state_next = idle;
               else
                  begin
                     addr_next = addr;
                     if (~rw)   
                        begin
                           state_next = wr1;
                           data_f2s_next = data_f2s;
                        end
                     else   
                        state_next = rd1;
                  end
               ready = 1'b1;
            end
         wr1:
            state_next = wr2;
         wr2:
            state_next = idle;
         rd1:
            state_next = rd2;
         rd2:
            begin
               data_s2f_next = dio_a;
               state_next = idle;
            end
         default:
            state_next = idle;
      endcase
   end
   always @*
   begin
      tri_buf = 1'b1;   
      we_buf = 1'b1;
      oe_buf = 1'b1;
      bus_tr_buf = 1'b0;
      case (state_next)
         idle:
            oe_buf = 1'b1;
         wr1:
            begin
               tri_buf = 1'b0;
               we_buf = 1'b0;
               bus_tr_buf = 1'b1;
            end
         wr2:
            begin
                bus_tr_buf = 1'b1;
                tri_buf = 1'b0;
            end
         rd1:
            oe_buf = 1'b0;
         rd2:
            oe_buf = 1'b0;
      endcase
   end
   assign data_s2f_r = data_s2f_reg;
   assign data_s2f_ur = dio_a;
   assign we_n = we_reg;
   assign oe_n = oe_reg;
   assign ad = addr_reg;
   assign bus_tr1 = (~addr[18]) ? bus_tr_reg : 1'b0;
   assign bus_tr2 = addr[18] ? bus_tr_reg : 1'b0;
   assign bus_oe_n1 = (~addr[18]) ? 1'b1 : 1'b0;
   assign bus_oe_n2 = addr[18] ? 1'b1 : 1'b0;
   assign ce_a_n = 1'b0;
   assign ub_a_n = 1'b0;
   assign lb_a_n = 1'b0;
   assign dio_a = (~tri_reg) ? data_f2s_reg : 8'bz;
endmodule
$ cat flow/constraint.sdc
current_design sram_ctrl_test

set clk_period 2.4
set clk_io_pct 0.2

create_clock -name clk0 -period $clk_period [get_ports {clk}]

set non_clock_inputs [all_inputs -no_clocks]
set_input_delay [expr $clk_period * $clk_io_pct] -clock clk0 $non_clock_inputs
set_output_delay [expr $clk_period * $clk_io_pct] -clock clk0 [all_outputs]
==> CHANGELOG.md <==
### Changed

* Area of the synthesized netlist per yosys stat at 0.00236 mm2
* Cell taking the most area after synthesis: sky130_fd_sc_hd__dfrtp_1
* Floorplan Utilization at 53.2%
* Cts bufs inserted at 9
* Prevailing post-synth register cell: sky130_fd_sc_hd__dfrtp_1
* Count of flip-flops with a built-in enable after synthesis at 8
* Instance tally after logic synthesis at 180
* Synth unique cells at 29
* Ao+oa area frac at 5.88%
* Setup slack after placement at 0.0142 ns
* Share of synthesized registers carrying an async set or reset at 86.2%
* Post-DP HPWL at 2.81 mm
* Register bit total from synthesis at 58
* Die Y-Extent at 70.7 um
* Area share of and/or/nand/nor cells after synthesis at 8.05%
* Cell area after technology mapping at 0.00236 mm2
* Port Buffer Count at 31
* Synth Area per Inst at 13.1 um2
* Hold-fix buffers at CTS at 0
* Count of instances resized after the clock tree is built at 0
* Floorplan die width at 70.7 um
* Number of H-tree levels at 3
* Status: stopped before the end
* Largest buffer count on any clock path at 2
* Xor+xnor area frac at 0.371%
* Routability cong. at 0.791
* Number of top-level pins at 57
* Most used standard cells in the synthesized netlist: 43 x sky130_fd_sc_hd__dfrtp_1, 19 x sky130_fd_sc_hd__buf_4, 18 x sky130_fd_sc_hd__mux2_2
* Multiplexer share at 12.8%
* Yosys adder share at 1.59%
* Area share, top type at 45.6%
* Total number of placement rows at 24
* Clock sink total at 58
* Halt point of the flow: clock tree synthesis
* Yosys warns at 4
* Yosys cell count at 180
* Largest family of logic cells by area: multiplexers
* Number of buffers added for setup after CTS at 0
* Root cell of the clock tree: sky130_fd_sc_hd__clkbuf_8
* Share of the yosys chip area belonging to registers at 63.5%
* Error text reported by the tool: [error] [KeplerFormal.cpp:679] Workflow failed: Iso has multiple drivers: .sram_dat0, sram_dat[0]$_DFFE_PP0P_.Q0
* Synth area leaders: sky130_fd_sc_hd__dfrtp_1 46%, sky130_fd_sc_hd__edfxtp_1 10%, sky130_fd_sc_hd__mux2_2 8.6%, sky130_fd_sc_hd__dfstp_2 7.8%, sky130_fd_sc_hd__buf_4 6.0%
* Dominant cell by count in the synthesized netlist: sky130_fd_sc_hd__dfrtp_1
## cells by family after synthesis
| logic type | Yosys count |
|---|---|
| mux | 27 |
| other cells | 2 |
| simple gates | 37 |
| buf+inv | 28 |
| compound gates | 24 |
| flops | 58 |
| fa+ha+maj | 3 |
| xor+xnor | 1 |
## through the flow
step / instances / cell area (um2)
after global placement: 261 / 2670
after detailed placement: 261 / 2670
after floorplan: 195 / 2420
