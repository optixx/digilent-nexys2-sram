## design/flow/run.sh

```bash
#!/bin/bash
# OpenROAD 26Q1-2900-gdf79404cd8, Yosys 0.63+post, stock flow scripts
make -C /OpenROAD-flow-scripts/flow DESIGN_CONFIG=/design/flow/config.mk WORK_HOME=/design/flow/orfs finish
```

## design/flow/config.mk

```make
export PLATFORM = sky130hd
export DESIGN_NAME = gpio_sevenseg
export DESIGN_NICKNAME = gpio_sevenseg
export VERILOG_FILES = /design/flow/design.v
export SDC_FILE = /design/flow/constraint.sdc
export NUM_CORES = 4
export LEC_CHECK = 1
export CORE_AREA = 10 10 109 109
export DIE_AREA = 0 0 119 119
```

## design/flow/constraint.sdc

```tcl
current_design gpio_sevenseg

set clk_period 4.6
set clk_io_pct 0.2

create_clock -name clk0 -period $clk_period [get_ports {clk_i}]

set non_clock_inputs [all_inputs -no_clocks]
set_input_delay [expr $clk_period * $clk_io_pct] -clock clk0 $non_clock_inputs
set_output_delay [expr $clk_period * $clk_io_pct] -clock clk0 [all_outputs]
```

## design/flow/design.v

```verilog
module gpio_sevenseg 
(
	input           clk_i, 
	output reg      [7:0] seg,
	output          [3:0] an,
  input           [15:0] gpio
);
reg [16:0] counter;
reg [3:0] led_counter;
reg [3:0] gpio_source;
reg [3:0] led_select;
initial begin
    counter = 16'h0;
    led_counter = 4'h0;
end
always @(posedge clk_i)
begin
  if (counter==16'hffff) begin
      counter <= 16'h0;
      led_counter <= led_counter + 1;
      if (led_counter == 3) begin
          led_counter <= 0;
      end
  end
  else begin
    counter <= counter + 1;
  end
end
always @(posedge clk_i)
begin
case (led_counter)
  0:
    begin 
      gpio_source <= gpio[3:0];
      led_select <= 4'b1110;
  end
  1:
    begin
      gpio_source <= gpio[7:4];
      led_select <= 4'b1101;
    end
  2:
    begin
      gpio_source <= gpio[11:8];
      led_select <= 4'b1011;
    end
  default:
    begin
      gpio_source <= gpio[15:12];
      led_select <= 4'b0111;
    end
endcase
end
assign an = led_select;
always @(posedge clk_i)
begin
case (gpio_source[3:0])
    4'h0: seg = 7'b1000000;
    4'h1: seg = 7'b1111001;
    4'h2: seg = 7'b0100100; 
    4'h3: seg = 7'b0110000; 
    4'h4: seg = 7'b0011001; 
    4'h5: seg = 7'b0010010; 
    4'h6: seg = 7'b0000010; 
    4'h7: seg = 7'b1111000; 
    4'h8: seg = 7'b0000000; 
    4'h9: seg = 7'b0010000; 
    4'ha: seg = 7'b0001000; 
    4'hb: seg = 7'b0000011; 
    4'hc: seg = 7'b1000110;
    4'hd: seg = 7'b0100001; 
    4'he: seg = 7'b0000110; 
    default: seg = 7'b0001110;
endcase     
end
endmodule
```

==> results.yml <==
# synthesis and place-and-route metrics
routing:
  vias_per_cell: 3.63
  drt-total-wl_um: 3120
  num_antenna_cells: 0
  detailroute.via_count: 1199
  routedWlPerCell_um: 9.46
  top_layer: "met4"
  antenna_left: 0
  met2_length_um: 1190
  drt_iter0_markers: 107
  wl_met3_um: 293
  first_pass_iters: 4
  drc: 0
  wl_met1_um: 1610
setup_path:
  crit_chain: "ha_1 > nand3_1 > nor2_1 > and4_1 > ha_1 > nor2b_1 > mux2_2"
  critPathCaptureType: "register"
  crit_type: "reg -> reg"
  cp-start-kind: "register"
  critPathSlowestCell: "ha_1"
  crit_buf_inv: 0
  cp_slowest_stage_delay_ns: 0.64
  crit_top_cell: "ha_1"
  cpLargestDelayFamily: "adder cells"
  arrival_ns: 2.53
  crit_required_ns: 4.77
  rrSetupSlack_ns: 2.25
  cp_max_fo: 22
sta:
  worst_slew_pin_slew_ns: 0.753
  fin_ws_ns: 2.25
  fmax_mhz: 425
  setup_viol: 0
  hold_viol_final: 0
  finalCriticalPeriod_ns: 2.35
  worst_clock_skew_ns: 0.00608
  finalSetupTns_ns: 0
  slew_viol_final: 0
  rsz0062_at_grt: "no"
  slew-limit-headroom_pct: 49.8
  fin_crit_sh_pct: 51.2
floorplan:
  die_h_um: 119
  fp.dieW_um: 119
  dieArea_um2: 14200
  floorplan.initialDensity_pct: 16.9
  core-area_um2: 9640
  num_rows: 36
  io_pins: 29
clock_tree:
  post_cts_resize_count: 0
  cts.sinks: 36
  postCtsSetupBuffers: 0
  cts.reportedPaths.clkPinSlew_ns: 0.07
  h-tree-depth: 2
  cts-root-buf: "clkbuf_8"
  cts_hold_buf: 0
  cts_buffer_depth: 2
  cts_tree: "done"
  cts_inserted_buffers: 5
  insertion_delay_ns: 0.28
power:
  p_leak_uw: 0.000745
  vdd_drop_max_mv: 0.0869
  p_sw_uw: 113
  power_frac_seq_pct: 58.0
  p_int_uw: 433
  clockPowerShare_pct: 39.4
  netSwitchingFraction_pct: 20.7
  power.total_uw: 545
  p_comb_share_pct: 2.6
  power.density_nw_per_um2: 256
min_path:
  hp-class: "reg -> reg"
run_status:
  status: "complete, no violations"
global_routing:
  grt_max_degree: 23
  grt_usage_pct: 4.48
  grt_pass1_vias: 1125
  antenna_found_initial: 0
  grt-ovfl-total: 0
  grt_pass1_wl_um: 5400
placed_design:
  numPortBuffers: 27
  globalplace.congestion: 0.816
  dp_hpwl_um: 2350
  place_ws_ns: 2.28
synth:
  async_flop_share_pct: 0
  edf_count: 4
  yosysCellCount: 167
  syn_avg_cell_area_um2: 9.77
  ys_types: 36
  postSynthCellCount: 167
  ys_ff: 36
  yosysWarnings: 1
  post-synth-top-area-fraction_pct: 39.3
  ff_type: "dfxtp_1"
  synth_area_leader_cell: "dfxtp_1"
  mappedNetlistArea_um2: 1630
  ys_seq_share_pct: 46.6
  yosys_area_um2: 1630
  area_leaders: "dfxtp_1 39%, ha_1 9.2%, edfxtp_1 7.4%, nor2_1 5.1%, xnor2_1 4.8%"
job:
  cap_violations: 0
  warning_count: 33
finish:
  utilization_pct: 22.1
  comb_area_um2: 810
  drive_gt1_share_pct: 7.61
  fill_cells: 1040
  syn_to_final_growth_pct: 30.7
  seq_area_um2: 761
final timing paths:
path,start,to,cells past startpoint
worst max-delay path,counter[0],counter[15],7
worst min-delay path,counter[0],counter[0],1
worst min register to register,counter[0],counter[0],1
worst max register to register,counter[0],counter[15],7
cells in the mapped netlist, types with 2 or more instances:
library cell and n:
nand3b_1 2, inv_1 10, o21ai_0 8, o31ai_1 2, nor3_1 4, xor2_1 3
or2_2 2, dfxtp_1 32, o22ai_1 2, or3_1 3, xnor2_1 9, a222oi_1 4
a21oi_1 5, nand4_1 2, nor2b_1 4, nor4_2 2, mux2i_1 3, nand3_1 9
ha_1 12, nand2_1 8, edfxtp_1 4, clkbuf_1 2, nor2_1 22
cell families after synthesis:
| kind of cell | after synthesis | synth area share, % |
|---|---|---|
| multiplexers | 5 | 3.91 |
| AND/OR/NAND/NOR | 62 | 20.2 |
| adder cells (fa/ha/maj) | 12 | 9.20 |
| XOR/XNOR | 12 | 6.44 |
| AND-OR/OR-AND | 24 | 9.59 |
| other | 1 | 0.230 |
| flip-flops | 36 | 46.6 |
| buffers and inverters | 15 | 3.76 |
state kept, by name, summed over array words and instances (netlist names):
| signal | cells |
|---|---|
| seg | 7 |
| counter | 17 |
| led_select | 4 |
| led_counter | 4 |
| gpio_source | 4 |
per-layer routing:
layer,global-route usage (%),up-vias
li1,-,635
met1,6.69,526
met2,5.98,34
met3,1.87,4
met4,0.687,0
met5,0,-
layout make-up:
| type | instances | area share [%] |
|---|---|---|
| clock buffer | 5 | 3.23 |
| clock inverter | 3 | 0.880 |
| inverter | 10 | 1.76 |
| multi-input combinational | 116 | 38.0 |
| sequential | 36 | 35.7 |
| tap | 133 | 7.81 |
| timing repair buffer | 27 | 12.7 |
per-stage QoR:
step | instances | instance area [um2] | hold WS (ns)
after floorplan | 167 | 1630 | 0.430
after global placement | 322 | 2040 | 0.446
after detailed placement | 322 | 2040 | 0.470
after CTS | 330 | 2130 | 0.487
after global routing | 330 | 2130 | 0.515
final | 330 | 2130 | 0.476
cells in the final DEF, fill, tap and decap left out, types with 2 or more instances in the layout:
master / instances
a21oi_1: 5
a222oi_1: 4
clkbuf_8: 5
clkdlybuf4s50_1: 27
clkinvlp_4: 2
dfxtp_1: 32
edfxtp_1: 4
ha_1: 12
inv_1: 10
mux2i_1: 3
nand2_1: 8
nand3_1: 9
nand3b_1: 2
nand4_1: 2
nor2_1: 22
nor2b_1: 4
nor3_1: 4
nor4_2: 2
o21ai_0: 8
o22ai_1: 2
o31ai_1: 2
or2_2: 2
or3_1: 3
xnor2_1: 9
xor2_1: 3
power by group through the flow:
stage	registers [uW]	clock network, uW	logic (uW)
CTS	316	221	14.3
finish	316	215	14.1
global route	316	239	15.0
Power and IR drop assume default switching activity.
